[/design/flow/run.sh]
#!/bin/bash
# OpenROAD 26Q1-2900-gdf79404cd8, Yosys 0.63+post, stock flow scripts
make -C /OpenROAD-flow-scripts/flow DESIGN_CONFIG=/design/flow/config.mk WORK_HOME=/design/flow/orfs finish
[/design/flow/config.mk]
export PLATFORM = sky130hd
export DESIGN_NAME = Stack
export DESIGN_NICKNAME = Stack
export VERILOG_FILES = /design/flow/design.v
export SDC_FILE = /design/flow/constraint.sdc
export NUM_CORES = 4
export LEC_CHECK = 1
export CORE_UTILIZATION = 30
[/design/flow/constraint.sdc]
current_design Stack

set clk_period 10.0
set clk_io_pct 0.2

create_clock -name clk0 -period $clk_period [get_ports {clock}]

set non_clock_inputs [all_inputs -no_clocks]
set_input_delay [expr $clk_period * $clk_io_pct] -clock clk0 $non_clock_inputs
set_output_delay [expr $clk_period * $clk_io_pct] -clock clk0 [all_outputs]
[/design/flow/design.v]
module Stack #(
    parameter data_count = 3,
    parameter data_width = 16
) (
    input clock,
    input pop, push,
    input [data_width - 1:0] data_in,
    output reg empty, full,
    output reg [data_width - 1:0] data_out
);
    reg [data_width - 1:0] registers [data_count - 1:0]; 
    integer current;
    integer i;
    initial begin
        empty = 1'b1;
        full = 1'b0;
        data_out = 0;
        current = 0;
        i = 0;
        for (i = 0; i < data_count; i = i + 1) begin
            registers[i] = 0;
        end
        i = 0;
    end
    always @(posedge clock) begin
        if (push == 1'b1) begin
            if (current == data_count) begin
                full = 1'b1;
                empty = 1'b0;
            end
            else begin
                data_out <= data_in;     
                for (i = data_count - 1; i >= 0; i = i - 1) begin
                    if (i == 0) begin
                        registers[i] <= data_in;
                    end
                    else begin
                        registers[i] <= registers[i - 1];
                    end
                end
                current = current + 1;
                full = 1'b0;
                empty = 1'b0;
            end
        end
        if (pop == 1'b1) begin
            if (current == 0) begin
                empty = 1'b1;
                full = 1'b0;
                data_out <= 0;
            end
            else begin
                data_out <= registers[0];
                for (i = 0; i < data_count - 1; i = i + 1) begin
                    registers[i] <= registers[i + 1];
                end
                current = current - 1;
                full = 1'b0;
                empty = 1'b0;
            end
        end
    end
endmodule
==> metrics.cfg <==
[sta]
setup_tns_ns = 0
finalCriticalPeriod_ns = 6.030
clock_skew_ns = 0.006767
setup_ws_ns = 3.970
slew_headroom = 0.4646
timing.fmax_ghz = 0.1659
rsz0062_at_grt = false
hold_violations = 0
finalClockPeriodUsage = 0.6030
tightest_slew_ns = 0.8011
setup_viol_count_final = 0
slew_viol_final = 0

[clock_network]
cts-root-buf = clkbuf_16
cts_tree = yes
post-cts-setup-buffer-count = 0
h-tree-depth = 3
clock-sinks = 98
clockBufferDepth = 2
postCtsHoldBufs = 0
clk_pin_slew_ns = 0.07
numCtsBuffers = 9
ctsResizeCount = 0
insertion_delay_ns = 0.35

[pwr]
power_switching_share = 0.3399
p_sw_w = 0.0004035
power.leakage_nw = 2.060
comb_power_share = 0.239
pwr-share-clk = 0.277
peakVddDrop_v = 0.00008995
internal_power_w = 0.0007835
power_w = 0.001187
seq_power_share = 0.484
power.density_mw_per_mm2 = 202.5

[placement]
dp_slack_ns = 3.640
gp_congestion = 0.9876
post-dp-hpwl_um = 8215
numPortBuffers = 36

[logic_synthesis]
yosys_warnings = 2
yosys_cells = 581
synthFlopType = dfxtp_1
synthCells = 581
ys.flops = 98
synth-edff-count = 33
postSynthAreaPerCell_um2 = 8.741
synthDistinctLibCells = 64
ys_seq_share = 0.4513
yosysChipArea_mm2 = 0.005079
async_flop_share = 0
syn_area_mm2 = 0.005079

[floorplanning]
chip_area_mm2 = 0.01745
row_count = 47
fp.dieW_um = 132.1
fp_util = 0.3062
die_h_um = 132.1
io_pins = 37
coreArea_mm2 = 0.01658

[cells_and_area]
area_growth_pct = 15.42
seqCellArea_mm2 = 0.002292
n_fill_cell = 1642
drive_gt1_frac = 0.05676
combGateArea_mm2 = 0.002606

[detailed_routing]
postRouteAntennaNets = 0
diodes = 0
wl_per_cell_um = 14.84
num_vias = 4259
drcViolationCount = 0
via_per_inst = 5.200
drt_iter0_markers = 272
finalWirelength_um = 12150
dr.pass1.iters = 4

[critical_path]
rr_worst_depth = 15
startpoint_type = input port
crit_required_ns = 10.28
path_max_fanout = 66
arrival_ns = 6.31
crit_type = in2reg
crit_path_end_kind = flop

[min_path]
whs_path_depth = 0
hold_path.class = reg2reg

[grt]
grtUsageTotal = 0.1455
grt_pass1_vias = 3762
overflow = 0
grt_max_degree = 67
grt_pass1_wl_um = 19920
antenna_found_initial = 0

[status]
outcome = completed

[job]
warnings = 25
cap_violations = 0

## placed cells by master (no fill, tap or decap), types with 3 or more instances in the layout
cell / n
nor4_1: 11
and4_1: 7
clkbuf_16: 9
or3_1: 3
o21ai_0: 13
nand4b_1: 3
nor2_1: 63
xnor2_1: 32
nor3_1: 23
and3_1: 7
clkdlybuf4s50_1: 36
buf_4: 5
nand2b_1: 6
a31oi_1: 35
o2bb2ai_1: 16
xor2_1: 19
inv_1: 3
mux2i_1: 4
dfxtp_1: 65
a21oi_1: 4
nand4_1: 13
nand3_1: 22
nand2_1: 112
edfxtp_1: 33
## layer usage
layer / up-vias / track usage / part of all wire
li1: 2114 / - / -
met5: - / 0 / 0
met2: 138 / 0.2055 / 0.43
met4: 0 / 0.02261 / 0.018
met3: 19 / 0.02356 / 0.058
met1: 1988 / 0.2428 / 0.49
## power by group through the flow
stage | clock (W) | combinational [W] | sequential, W
4_1_cts | 0.000338 | 0.000283 | 0.000573
5_1_grt | 0.000352 | 0.000319 | 0.000588
6_report | 0.000329 | 0.000284 | 0.000575
## kinds of logic (layout without fill, tap and decap cells)
| group | Yosys count | count (layout) | share of synthesized area |
|---|---|---|---|
| compound gates | 93 | 93 | 0.1306 |
| xor+xnor | 51 | 51 | 0.08795 |
| fa+ha+maj | 2 | 2 | 0.004927 |
| buf+inv | 42 | 60 | 0.03819 |
| flops | 98 | 98 | 0.4513 |
| mux | 6 | 6 | 0.01232 |
| simple gates | 289 | 289 | 0.2747 |
## flip-flops by register name, indices dropped and copies added (netlist names)
register	count
registers	48
current	32
data_out	16
empty	1
full	1
## worst max-delay path, stage by stage
cell	delay, ns
clkdlybuf4s50_1	0.67
nand4_1	0.58
o21ai_0	0.33
or4b_4	0.50
a211oi_4	0.33
nand4_1	0.20
or4_1	0.75
nand2_2	0.13
buf_4	0.52
nor2_1	0.09
a31oi_1	0.17
## metrics by stage
| stage | area (um2) | hold WS [ns] | std cells | utilization |
|---|---|---|---|---|
| 6_report | 5862 | 0.4626 | 819 | 0.3535 |
| 5_1_grt | 5862 | 0.4792 | 819 | 0.3535 |
| 3_3_place_gp | 5587 | 0.4388 | 804 | 0.3369 |
| 4_1_cts | 5862 | 0.4651 | 819 | 0.3535 |
| 3_5_place_dp | 5587 | 0.4449 | 804 | 0.3369 |
| 2_1_floorplan | 5079 | 0.4161 | 581 | - |
## synth_stat cells, types with 11 or more instances
| library cell | count | area (um2) |
|---|---|---|
| nand2_1 | 112 | 420.4 |
| dfxtp_1 | 65 | 1301 |
| nor2_1 | 63 | 236.5 |
| a31oi_1 | 35 | 219.0 |
| edfxtp_1 | 33 | 991.0 |
| xnor2_1 | 32 | 280.3 |
| nor3_1 | 23 | 115.1 |
| nand3_1 | 22 | 110.1 |
| clkbuf_1 | 21 | 78.83 |
| xor2_1 | 19 | 166.4 |
| o2bb2ai_1 | 16 | 140.1 |
| nand4_1 | 13 | 81.33 |
| o21ai_0 | 13 | 65.06 |
| buf_2 | 11 | 55.05 |
| nor4_1 | 11 | 68.82 |
## final cells by class
type                            instances  share of cell area
Tap cell                              220             0.04696
Multi-Input combinational cell        441              0.4446
Clock buffer                            9             0.03842
Clock inverter                          6            0.008538
Timing Repair Buffer                   41             0.06788
Inverter                                4            0.002561
Sequential cell                        98              0.3910
## path summary, 6_finish.rpt
kind | from | to | slack [ns]
min | registers[1][5] | registers[2][5] | 0.46
max | push | registers[0][4] | 3.97
min reg2reg | registers[1][5] | registers[2][5] | 0.46
max reg2reg | current[0] | registers[0][4] | 5.25
Power figures rest on the tool's default switching activity, not on a simulated workload.
