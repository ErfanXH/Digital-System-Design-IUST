`./run.sh`:
```
#!/bin/bash
# OpenROAD 26Q1-2900-gdf79404cd8, Yosys 0.63+post, stock flow scripts
make -C /OpenROAD-flow-scripts/flow DESIGN_CONFIG=/design/flow/config.mk WORK_HOME=/design/flow/orfs finish
```
`./config.mk`:
```
export PLATFORM = sky130hd
export DESIGN_NAME = Multiplier
export DESIGN_NICKNAME = Multiplier
export VERILOG_FILES = /design/flow/design.v
export SDC_FILE = /design/flow/constraint.sdc
export NUM_CORES = 4
export LEC_CHECK = 1
export CORE_UTILIZATION = 50
```
`./constraint.sdc`:
```
current_design Multiplier

set clk_period 5.5
set clk_io_pct 0.2

create_clock -name clk0 -period $clk_period [get_ports {clock}]

set non_clock_inputs [all_inputs -no_clocks]
set_input_delay [expr $clk_period * $clk_io_pct] -clock clk0 $non_clock_inputs
set_output_delay [expr $clk_period * $clk_io_pct] -clock clk0 [all_outputs]
```
`./design.v`:
```
module Multiplier #(
    parameter N = 3,     
    parameter W = 3      
) (
    input clock,
    input [W - 1:0] number_vector1, number_vector2,
    output reg [2 * W - 1:0] out
);
    reg [W - 1:0] vector1 [N - 1:0];     
    reg [W - 1:0] vector2 [N - 1:0];     
    reg [2 * W - 1:0] partial_product [N - 1:0];   
    reg [2 * W - 1:0] partial_sum;
    integer i;
    integer counter;
    reg is_complete;
    initial begin
        i = 0;
        counter = 0;
        is_complete = 1'b0;
        partial_sum = 0;
        out = 0;
        for (i = 0; i < N; i = i + 1) begin        
            vector1[i] = 0;
            vector2[i] = 0;
            partial_product[i] = 0;
        end
        i = 0;
    end
    always @(posedge clock) begin
        if (is_complete == 1'b0) begin
            for (i = 0; i < N; i = i + 1) begin
                if (i == 0) begin
                    vector1[i + 1] <= number_vector1;
                    vector2[i + 1] <= number_vector2;
                    partial_product[i] <= number_vector1 * number_vector2;
                end
                else begin
                    vector1[i + 1] <= vector1[i];
                    vector2[i + 1] <= vector2[i];
                    partial_product[i] <= vector1[i] * vector2[i];
                end
            end
            counter = counter + 1;
            if (counter == N) begin
                is_complete <= 1'b1;
            end
        end
        else begin
            for (i = 0; i < N; i = i + 1) begin
                partial_sum = partial_sum + partial_product[i];
                out = out + partial_product[i];
            end
        end
    end
endmodule
```
==> run_results.csv <==
group,metric,value,unit
run_status,status,"complete, no violations",
worst_setup_path,r2r_setup_slack,1.98,ns
timing,min_period_over_period,0.6403,
floorplan,io_pins,13,
timing,max_slew_margin,0.5361,
timing,clock_skew,0.004801,ns
synth,ys_sh_adder,0.1430,
worst_setup_path,cp_max_fo,14,
synth,top_area_frac,0.4904,
worst_setup_path,critPathLaunch,"counter[5]$_DFFE_PN_",
job,warnings,26,
worst_setup_path,cp_slowest_stage_delay,0.83,ns
global_route,grt_pass1_vias,2459,
min_path,min_path_type,"flop to flop",
worst_setup_path,startpoint_type,"flop",
route,antennaDiodeCount,0,
global_route,grt_pass1_wl,11230,µm
route,wirelength,6471,µm
worst_setup_path,path_buffers,0,
place,globalplace.congestion,0.8382,
synth,synth.largest_area_cell,"edfxtp_1",
route,viasPerCell,5.285,
synth,simple_gate_share,0.1629,
timing,worst_pin_slew,0.6941,ns
synth,netlist_area,4164,µm²
clock_tree,cts_setup_buffers,0,
place,hpwl,4703,µm
power_and_ir_drop,pwr-share-seq,0.509,
synth,ys_sh_xor,0.08624,
timing,fmax,0.2839,GHz
route,final_antenna_net_count,0,
synth,ys.warnings.count,4,
global_route,grt_start_max_net_pins,35,
timing,rsz0062_at_grt,"false",
power_and_ir_drop,clkPwrFrac,0.476,
layout,final.fill_count,622,
route,initialDrtViolationCount,167,
clock_tree,clock_latency,0.33,ns
worst_setup_path,crit_chain,"nand4_2 -> or4_1 -> or4_1 -> xnor2_1 -> a2111o_1 -> or4_1 -> o41ai_2",
worst_setup_path,crit_path_end_kind,"flop",
power_and_ir_drop,p_switching,0.0001961,W
power_and_ir_drop,ir_drop,160.2,µV
timing,fin_hold_ws,0.4968,ns
power_and_ir_drop,p_leak,1.901,nW
global_route,grt.total_usage,0.1752,
global_route,antenna_found_initial,0,
worst_setup_path,path_delay_family,"simple AND/OR/NAND/NOR gates",
floorplan,dieArea,8697,µm²
worst_setup_path,path_class,"flop to flop",
floorplan,die_h,93.26,µm
worst_setup_path,cp_data_required_time,5.74,ns
timing,final_max_slew_viol_count,0,
clock_tree,clk_pin_slew,0.07,ns
floorplan,fp_util,0.5279,
timing,tns,0,ns
route,routed-via-count,2484,
clock_tree,cts_max_path_buffers,2,
synth,ys.flop_type,"edfxtp_1",
synth,topCellsByArea,"edfxtp_1 49%, fa_1 7.7%, ha_1 6.6%, xnor2_1 5.9%, inv_1 4.2%",
route,wire_per_inst,13.77,µm
global_route,top_usage_layer,"met1",
power_and_ir_drop,switching_share,0.1749,
clock_tree,clockRootBuffer,"clkbuf_8",
synth,synth.mux.area_fraction,0.007512,
route,first_pass_iters,4,
timing,hold_viol,0,
clock_tree,h-tree-depth,3,
timing,setup_violations,0,
worst_setup_path,worstRegToRegCells,7,
layout,synthToLayoutAreaGrowth,10.79,%
power_and_ir_drop,p_per_area,243.0,nW/µm²
timing,setup_ws,1.978,ns
clock_tree,hold_buffers,0,
synth,logic_family,"simple AND/OR/NAND/NOR gates",
synth,ys_cells,351,
job,maxCapViolations,0,
clock_tree,post_cts_resized,0,
global_route,met2_usage,0.2353,
worst_setup_path,cp.depth,7,
synth,edf_count,68,
global_route,grt_use_met1,0.3304,
global_route,grt_overflow,0,
floorplan,core,7888,µm²
place,portBuffers,12,
worst_setup_path,cp_slowest_cell,"or4_1",
place,post-place-ws,2.020,ns
synth,syn_inst,351,
synth,ys_seq_share,0.4952,
route,drc_errors,0,
synth,syn_area_per_cell,11.86,µm²
clock_tree,cts_tree,"built",
synth,ys_sh_aoi,0.04657,
layout,drive_above_1_share,0.07609,
clock_tree,cts_buffers,9,
power_and_ir_drop,comb_power_share,0.015,
worst_setup_path,endpoint,"is_complete$_SDFF_PP1_",
timing,fin_crit,3.522,ns
power_and_ir_drop,internal-power,0.0009252,W
worst_setup_path,critPathMostFrequentCell,"or4_1",
clock_tree,cts_sinks,69,
synth,ys_area,4164,µm²
synth,async_reset_ff_frac,0,
worst_setup_path,r2r_start,"counter[5]$_DFFE_PN_",
global_route,grt_use_met3,0.03805,
worst_setup_path,r2r_end,"is_complete$_SDFF_PP1_",
synth,ys.flops,69,
floorplan,die_w,93.26,µm
worst_setup_path,arrival,3.76,ns
floorplan,rows,32,
synth,ys_types,50,
layout make-up:
type,instances,area (µm²),share of cell area
tap,102,127.6,0.02766
clock buffer,9,123.9,0.02685
sequential,69,2062,0.4470
clock inverter,7,137.6,0.02983
timing repair buffer,13,127.6,0.02766
multi-input combinational,223,1858,0.4028
inverter,47,176.4,0.03824
layout by cell type, fill, tap and decap left out, types with 8 or more instances in the layout:
master           count
edfxtp_1            68
xor2_1              13
nand4_1              9
fa_1                16
nor3_1               8
xnor2_1             28
clkdlybuf4s50_1     12
nand2_1             25
a21o_1               8
ha_1                22
clkbuf_8             9
and2_1              18
nand3_1             14
inv_1               46
nor2_1               8
metrics by stage:
step | utilization | power, W | std cells | area (µm²)
after floorplan | - | 0.0005917 | 351 | 4164
after detailed placement | 0.5517 | 0.0005993 | 454 | 4352
after CTS | 0.5849 | 0.001136 | 470 | 4613
final | 0.5849 | 0.001121 | 470 | 4613
after global placement | 0.5517 | 0.0005988 | 454 | 4352
after global routing | 0.5849 | 0.001155 | 470 | 4613
registers in the layout, summed over array words and instances, names as in the netlist:
register	flops
is_complete	1
vector1	6
out	6
vector2	6
partial_product	18
counter	32
layer usage:
layer | part of all wire | wire (µm)
met4 | 0.011 | 74
met1 | 0.54 | 3477
met5 | 0 | 0
met3 | 0.052 | 335
met2 | 0.40 | 2583
worst register-to-register path: cells and delay by family (launching register included):
| family | cells | cell delay (ns) |
|---|---|---|
| xor gates and xnor gates | 1 | 0.16 |
| DFF | 1 | 0.53 |
| and+or+nand+nor | 4 | 2.12 |
| AOI/OAI and AO/OA | 2 | 0.62 |
power groups by stage:
stage	registers (W)	clock network, W	logic [W]
after CTS	0.000570	0.000548	0.0000176
after global routing	0.000570	0.000565	0.0000203
final	0.000570	0.000534	0.0000171
kinds of logic (layout without fill, tap and decap cells):
family	Yosys count	after routing
compound gates	27	27
xor+xnor	41	41
fa+ha+maj	38	38
buf+inv	59	76
flops	69	69
mux	3	3
simple gates	114	114
synthesized netlist by cell type, types with 3 or more instances:
| library cell | n |
|---|---|
| buf_2 | 8 |
| fa_1 | 16 |
| inv_1 | 47 |
| a21o_1 | 8 |
| a21oi_1 | 4 |
| nor3_1 | 8 |
| xnor2_1 | 28 |
| ha_1 | 22 |
| nand2_1 | 25 |
| edfxtp_1 | 68 |
| or4_1 | 6 |
| and3_1 | 5 |
| nand3_1 | 14 |
| nor2_1 | 8 |
| nand4_1 | 9 |
| xor2_1 | 13 |
| and2_1 | 18 |
| and4_1 | 4 |
| nor4_1 | 3 |
| a31oi_1 | 6 |
how the worst min path moves through the flow:
stage / start / end / slack [ns] / depth (start not counted)
4_1_cts: vector2[1][2]$_DFFE_PN_ / vector2[2][2]$_DFFE_PN_ / 0.49 / 0
5_1_grt: vector2[1][2]$_DFFE_PN_ / vector2[2][2]$_DFFE_PN_ / 0.51 / 0
6_report: vector2[1][2]$_DFFE_PN_ / vector2[2][2]$_DFFE_PN_ / 0.50 / 0
No activity file was given, so power comes from the tool's default toggle rates.
