`/design/flow/config.mk`:
```
export PLATFORM = sky130hd
export DESIGN_NAME = Counter
export DESIGN_NICKNAME = Counter
export VERILOG_FILES = /design/flow/design.v
export SDC_FILE = /design/flow/constraint.sdc
export NUM_CORES = 4
export LEC_CHECK = 1
export CORE_AREA = 10 10 110 110
export DIE_AREA = 0 0 120 120
```
`/design/flow/run.sh`:
```
#!/bin/bash
# OpenROAD 26Q1-2900-gdf79404cd8, Yosys 0.63+post, stock flow scripts
make -C /OpenROAD-flow-scripts/flow DESIGN_CONFIG=/design/flow/config.mk WORK_HOME=/design/flow/orfs finish
```
`/design/flow/constraint.sdc`:
```
current_design Counter

set clk_period 5.6
set clk_io_pct 0.2

create_clock -name clk0 -period $clk_period [get_ports {clock}]

set non_clock_inputs [all_inputs -no_clocks]
set_input_delay [expr $clk_period * $clk_io_pct] -clock clk0 $non_clock_inputs
set_output_delay [expr $clk_period * $clk_io_pct] -clock clk0 [all_outputs]
```
`/design/flow/design.v`:
```
module Counter (     
    input wire clock,
    output reg[7:0] data_out
    );
    integer counter;
    initial begin
        counter = 0;
    end
    always @(posedge clock) begin
        if (counter == 10) begin
            counter = 0;
        end
        else begin
            counter = counter + 1;
        end
        data_out = counter;
    end
endmodule
```
==> impl_metrics.toml <==
# physical design summary
[final_layout]
drive_gt1_share_pct = 7.65
fillCellCount = 1063
areaGrowthSynthToFinish_pct = 22.6
stdcell_area_um2 = 1930
finalNonFillerCells = 303
finish.utilization_pct = 19.7

[floorplan]
rows = 36
die_area_um2 = 14400
die_x_um = 120
io_pins = 9
coreArea_um2 = 9770
die_y_um = 120
fp-utilization_pct = 16.1

[logic_synthesis]
synth_area_um2 = 1570
yosys_area_um2 = 1570
synth.area.top_cells = "dfxtp_1 (51%), xor2_1 (12%), nor4_1 (5.6%)"
largest_area_cell = "dfxtp_1"
xor_share_pct = 16.7
ys_cells = 156
mux_share_pct = 0
ys_seq_share_pct = 51.0
synthAoiAreaFrac_pct = 0
synth.top_cell.area_share_pct = 51.0
syn_inst = 156
yosysWarnings = 1
synth_cell_types = 23
avgSynthCellArea_um2 = 10.1
synth_flops = 40
ys_sh_simple_pct = 28.4
ys_sh_adder_pct = 1.59
topCombFamilyByArea = "simple AND/OR/NAND/NOR gates"

[clocking]
htree_levels = 2
cts_hold_buf = 0
cts_max_path_buffers = 2
cts-root-buf = "clkbuf_8"
cts_resized = 0
clock_sinks = 40
cts_tree = "yes"
insertion_delay_ns = 0.29
postCtsSetupRepairBufs = 0
clkTransAtPathRegs_ns = 0.08
cts_inserted_buffers = 5

[global_routing]
grtUsageTotal_pct = 4.11
grt_pass1_vias = 1080
overflow = 0
grt_pass1_wl_mm = 5.08
grt_max_degree = 14
antenna_found_initial = 0

[timing]
hold_ws_ns = 0.479
period_needed_ns = 2.19
setup_viol = 0
fmax_ghz = 0.456
clock-skew-final_ns = 0.00643
finalClockPeriodUsage_pct = 39.2
tightest_slew_ns = 0.380
rsz0062_at_grt = "no"
drv_slew = 0
timing.setup.tns_ns = 0
finalHoldViolCount = 0
relSlewSlack_pct = 74.3

[critical_path]
cp_num_buf_inv = 1
crit_chain = "clkdlybuf4s50_1"
worstPathArrival_ns = 1.07
crit_slowest_cell = "clkdlybuf4s50_1"
critPathRequiredTime_ns = 4.48
end_kind = "output pin"
crit_path_start_kind = "flop"
cp_max_fo = 1
max_stage_delay_ns = 0.46
critPathKind = "flop to output pin"
cpLargestDelayFamily = "buffers and inverters"

[route]
dr.pass1.iters = 4
wl_mm = 2.86
ant_nets = 0
antenna_cells = 0
vias = 1096
wire_per_inst_um = 9.44
vias_per_cell = 3.62
drt_iter0_drc = 40
route.detailed.drc = 0

[placed_design]
post_dp_cell_area_um2 = 1800
place.gp.congestion = 0.741
dpl.hpwl_mm = 1.98
portBuffers = 8
dp_cells = 295

[flow_run]
maxCapViolCount = 0
warnings = 26

[power_and_ir_drop]
p_leak_uw = 0.000765
vdd_drop_max_uv = 229
powerDensity_nw_per_um2 = 275

[hold_path]
hp-class = "flop to flop"

[outcome]
status = "complete, no violations"
==> cells in the final DEF (no fill, tap or decap), drive strengths merged <==
cell type      Yosys  final
nor2               9      9
clkinv             0      1
nor4b              2      2
nor4              14     14
nand3             14     14
nand4              6      6
and2               2      2
xor2              22     22
xnor2              8      8
clkbuf             1      6
and3               3      3
bufinv             0      1
or3                1      1
nor3              12     12
clkdlybuf4s50      0      8
ha                 2      2
inv                6      6
and4               3      3
nand2             10     10
dfxtp             40     40
==> stage by stage <==
step / power, uW / setup WS (ns)
floorplan: 291 / 4.21
global placement: 291 / 3.73
detailed placement: 291 / 3.72
CTS: 539 / 3.38
global route: 550 / 3.35
finish: 530 / 3.41
==> cells by family after synthesis <==
| kind of cell | Yosys count |
|---|---|
| flip-flops | 40 |
| XOR/XNOR | 30 |
| adder cells (fa/ha/maj) | 2 |
| AND/OR/NAND/NOR | 76 |
| buffers and inverters | 8 |
==> power breakdown <==
| group | internal [uW] | switching, uW | total [uW] |
|---|---|---|---|
| combinational | 0 | 0 | 0.000381 |
| sequential | 284 | 0 | 284 |
| clock | 146 | 100 | 246 |
| total | 430 | 100 | 530 |
==> area by class of cell <==
| type | instances | area (um2) | share of cell area, % |
|---|---|---|---|
| multi-input combinational | 108 | 734 | 38.1 |
| inverter | 6 | 22.5 | 1.17 |
| tap | 133 | 166 | 8.64 |
| clock buffer | 6 | 82.6 | 4.29 |
| sequential | 40 | 801 | 41.6 |
| clock inverter | 2 | 38.8 | 2.01 |
| timing repair buffer | 8 | 80.1 | 4.16 |
==> layer usage <==
| layer | share of wire (%) | wire, um | track usage [%] |
|---|---|---|---|
| met5 | 0 | 0 | 0 |
| met4 | 1.8 | 52 | 0.679 |
| met3 | 4.4 | 127 | 1.33 |
| met1 | 50 | 1430 | 5.54 |
| met2 | 44 | 1250 | 6.43 |
==> cells in the mapped netlist <==
library cell and count:
buf_4 1, clkbuf_2 1, nor4_1 14, and4_4 1
xor2_1 22, nand4_4 1, xnor2_1 8, nand3_1 13
or3_1 1, nor2_1 9, and3_1 2, ha_1 2
and4_1 2, nor3_1 12, nand2_1 9, dfxtp_1 40
nor4b_1 2, nand2_4 1, and2_1 2, inv_1 6
nand3_4 1, nand4_1 5, and3_2 1
==> worst paths after layout <==
| path | start | endpoint | slack (ns) | depth (start not counted) |
|---|---|---|---|---|
| min reg2reg | counter[18] | counter[18] | 0.48 | 1 |
| max reg2reg | counter[1] | data_out[1] | 3.98 | 5 |
| min | counter[18] | counter[18] | 0.48 | 1 |
| max | data_out[4] | data_out[4] | 3.41 | 1 |
==> sequential cells by signal (all words and copies together) (netlist names) <==
register	flops
data_out	8
counter	32
No activity file was given, so power comes from the tool's default toggle rates.
